--- flow/config.mk ---
export PLATFORM = sky130hd
export DESIGN_NAME = register_file
export DESIGN_NICKNAME = register_file
export VERILOG_FILES = /design/flow/design.v
export SDC_FILE = /design/flow/constraint.sdc
export NUM_CORES = 4
export LEC_CHECK = 1
export CORE_UTILIZATION = 40
--- flow/constraint.sdc ---
current_design register_file

set clk_period 6.3
set clk_io_pct 0.2

create_clock -name clk0 -period $clk_period [get_ports {clk}]

set non_clock_inputs [all_inputs -no_clocks]
set_input_delay [expr $clk_period * $clk_io_pct] -clock clk0 $non_clock_inputs
set_output_delay [expr $clk_period * $clk_io_pct] -clock clk0 [all_outputs]
--- flow/design.v ---
module register_file
	(
		data_out1,
		data_out2,
		addr_read1,
		addr_read2,
		addr_write,
		data_in,
		we,
		clk,
		rst
	);
output [15:0] data_out1;
output [15:0] data_out2;
input [2:0] addr_read1;
input [2:0] addr_read2;
input [2:0] addr_write;
input [15:0] data_in;
input we;
input clk;
input rst;
	reg [15:0] data [7:0];
	assign data_out1 = data[addr_read1];
	assign data_out2 = data[addr_read2];
	integer i;  
	always@(negedge clk) begin
		if(rst == 1'b1) begin
			data[0] <= 16'd0;
			data[1] <= 16'd5;
			data[2] <= 16'd1;
			data[3] <= 16'd0;
			data[4] <= 16'd0;
			data[5] <= 16'd0;
			data[6] <= 16'd0;
			data[7] <= 16'd0;
		end
		else begin
			if(we == 1'b1 && addr_write != 3'b0) begin
				data[addr_write] <= data_in;
			end
		end
	end
endmodule
--- flow/run.sh ---
#!/bin/bash
# OpenROAD 26Q1-2900-gdf79404cd8, Yosys 0.63+post, stock flow scripts
make -C /OpenROAD-flow-scripts/flow DESIGN_CONFIG=/design/flow/config.mk WORK_HOME=/design/flow/orfs finish
==> run summary <==
This memo summarizes the results of the implementation run.

Drt
The number of nets still failing antenna checks after routing is 0. The antenna diode count is 0. The routed length per placed instance is 19.4 µm. The number of iterations in the first detailed-routing pass is 4. The via count normalized by instance count is 5.33. In the routed design, unresolved DRC markers number 0. The number of vias in the routed layout is 4,574. The first routing iteration left 270 violations. The wire length recorded after detailed routing is 16,700 µm.

Job
The number of warnings in the stage logs is 156. Across the run, the number of max-cap violations was 0.

Floorplanning
The I/O pin count is 60. The placeable core region is 16,600 µm². In this run the vertical extent of the chip is 133 µm. The number of cell rows is 47. The die extent in x is 133 µm.

The overall die size recorded for this design is 17,600 µm². The fraction of the core area occupied by cells at floorplan is 41.0%.

CTS
The number of clock buffers inserted by TritonCTS is 17. In this run, post-CTS hold repair placed 0 buffers. Clock tree synthesis selected as its root buffer the cell clkbuf_16. On the worst setup and hold paths after CTS, the clock-pin slew comes to 40 ps.

The clock passes through at most 2 buffers. The CTS tree is yes. The number of clock sinks came to 128. Per the CTS log, the maximum H-tree level is 4.

Setup path
STA classifies the critical path startpoint as a register. Listed in order, past its start point the critical path passes mux4_2, mux2_4, dlygate4sd2_1. The data arrival at the endpoint of the critical path is 5010 ps. The largest driver fanout on the critical path is 2. The worst path required time is 5040 ps. The endpoint type of the worst setup path is a primary output.

In this design, the largest share of critical-path delay is due to multiplexers. The STA report counts the stages on the worst setup path as 3. The worst setup path is of the reg -> out kind. Together, buffers and inverters on the worst path number 1. The largest incremental delay on the critical path is 480 ps.

The critical path's slowest stage uses the library cell mux4_2.

Timing
In the final timing run, aggregate negative setup slack is 0 ps. The worst-case setup margin in the final layout is 33.9 ps. The headroom to the max-slew limit is 44.3%.

The slew at the pin with the worst max-slew slack is 835 ps. Setup repair after global routing could not meet its margin everywhere. The final timing report lists a max-slew violation count of 0. From the final report, the count of setup violators was given as 0. Endpoints failing hold in the final report were tallied at 0.

Global routing
The first global-routing pass estimated 26,100 µm of wire. The via count of the first global-routing pass was 5,131. The global route total overflow is 0.

The number of antenna violations at the first check in global routing is 0. In the global route stage, overall resource usage came out at 21.9%. The maximum number of pins on one net before global-route repair is 33.

Run status
The run finished with clean final reports.

Placed design
The count of port buffers added during placement is 59. The final weighted congestion recorded by global placement is 0.800. Timing analysis after detailed placement gives a worst setup slack of 72.4 ps. The placed instance count is 697. The half-perimeter wire length after detailed placement is 10,100 µm.

Power and ir drop
Total power for the finished layout comes to 0.00252 W. The leakage power figure is 3.58 nW. The power density over the cells is 289 nW/µm².

The maximum resistive drop on vdd is 0.197 mV.

Synth
The total number of yosys warnings is 1. The top cell type by area accounts for 56.3% of the synthesized area. By area the synthesized netlist is led by edfxtp_1 (56%), mux4_1 (22%), nor3_1 (8.0%). The post-synthesis cell type count is 19. Of all cell types, the one taking the most synthesized area is edfxtp_1. The number of instances in the synthesized netlist is 412.

The synthesized design contains 128 register bits. For this run, the register share of the synthesized area comes to 56.3%. The synthesized netlist was found by Yosys to have 412 cells. The post-synthesis instance area is 6820 µm². Per the post-synthesis stats, the area per cell is 16.6 µm².

The post-synth area from yosys stat is 6820 µm².

Final layout
The register with the most flip-flops in the layout has 128 of them. In the final layout, the registers with the most flip-flops are data (128). By instance count after routing, the leading logic cell types are inv_1 (149), edfxtp_1 (128), nor3_1 (109), mux4_2 (55), buf_4 (38).

The final cell count without fillers is 858. data holds more flip-flops than any other register. The post-route netlist has 26.0% of its cells at a drive strength greater than 1. The post-route utilization of the core is recorded as 52.4%.

The signed area change from the synthesized netlist to the final layout is 27.9%. Counting only logic cells after layout, the most numerous master is inv_1.

Worst hold path
In this run the worst hold path is classified as in -> out. The count of cells along the worst hold path is 4.
==> cell type report <==
class	instances	area (µm²)
Fill cell	1351	7920
Sequential cell	128	3840
Multi-Input combinational cell	237	2690
Timing Repair Buffer	98	852
Clock inverter	142	574
Clock buffer	17	425
Tap cell	220	275
Inverter	16	60.1
==> worst paths after layout <==
kind	slack (ps)	end	from
setup / recovery	30	data_out1[6]	data[4][6]
hold / removal	3490	data_out2[0]	addr_read2[1]
==> per-stage QoR <==
step	cell area, µm²	hold WS [ps]
floorplan	6880	2740
global placement	7800	3860
detailed placement	7800	3840
CTS	8730	3510
global route	8720	3530
finish	8720	3490
==> kinds of logic (layout without fill, tap and decap cells) <==
| logic type | Yosys count | count (layout) | share of synthesized area (%) |
|---|---|---|---|
| muxes | 96 | 96 | 29.5 |
| other | 1 | 16 | 0.0550 |
| AOI/OAI and AO/OA | 7 | 7 | 0.770 |
| and+or+nand+nor | 118 | 118 | 8.84 |
| buffers and inverters | 62 | 273 | 4.49 |
| DFF | 128 | 128 | 56.3 |
==> Yosys cell counts <==
cell type  instances
edfxtp_1         128
or2_2              1
buf_1              8
mux2_2            32
o21bai_1           7
nor3_1           109
nand2b_1           2
or3_1              3
clkbuf_1          23
clkbuf_2           2
mux4_1            56
nand3b_1           1
buf_6              9
or3b_1             1
nand2_1            1
conb_1             1
inv_1             17
mux4_2             8
buf_2              3
==> repair_timing <==
item,in CTS,in global routing
resized,112,23
buffers inserted,5,0
pin swaps,0,0
setup endpoints to repair,32,19
cloned,0,0
==> routing by layer <==
| layer | vias up | GRT usage [%] | routed length [µm] |
|---|---|---|---|
| met4 | 0 | 5.30 | 133 |
| met3 | 13 | 16.2 | 2270 |
| met2 | 254 | 30.8 | 7980 |
| met1 | 2212 | 28.6 | 6290 |
| met5 | - | 0 | 0 |
| li1 | 2095 | - | - |
==> where the power goes <==
| part | switching (W) | internal (W) |
|---|---|---|
| Sequential | 0.0000279 | 0.00100 |
| Clock | 0.000548 | 0.000637 |
| Combinational | 0.000128 | 0.000178 |
Power and IR drop assume default switching activity.
