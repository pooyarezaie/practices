File: config.mk
export PLATFORM = sky130hd
export DESIGN_NAME = memory_stage
export DESIGN_NICKNAME = memory_stage
export VERILOG_FILES = /design/flow/design.v
export SDC_FILE = /design/flow/constraint.sdc
export NUM_CORES = 4
export LEC_CHECK = 1
export CORE_UTILIZATION = 40
File: constraint.sdc
current_design memory_stage

set clk_period 23.9
set clk_io_pct 0.2

create_clock -name clk0 -period $clk_period [get_ports {clk}]

set non_clock_inputs [all_inputs -no_clocks]
set_input_delay [expr $clk_period * $clk_io_pct] -clock clk0 $non_clock_inputs
set_output_delay [expr $clk_period * $clk_io_pct] -clock clk0 [all_outputs]
File: design.v
module memory_stage
	(
		writeback_address_out,
		writeback_en_out,
		writeback_src_out,
		alu_data_out,
		mem_data_out,
		mem_data_in,
		we,
		writeback_address_in,
		writeback_en_in,
		writeback_src_in,
		alu_data_in,
		clk,
		rst
	);
output reg [2:0] writeback_address_out;
output reg writeback_en_out;
output reg writeback_src_out;
output reg [15:0] alu_data_out;
output reg [15:0] mem_data_out;
input [15:0] mem_data_in;
input we;
input [2:0] writeback_address_in;
input writeback_en_in;
input writeback_src_in;
input [15:0] alu_data_in;
input clk;
input rst;
	reg [15:0] data [63:0];
	wire [15:0] mem_data;
	assign mem_data = data[alu_data_in[5:0]];
	integer i;
	always@(posedge clk) begin
		if (rst == 1'b1) begin
			writeback_address_out <= 3'b0;
			writeback_en_out <= 1'b0;
			writeback_src_out <= 1'b0;
			alu_data_out <= 16'b0;
			mem_data_out <= 16'b0;
			for (i=0; i<63; i=i+1)
				data[i] <= 16'b0;
		end
		else begin
			writeback_address_out <= writeback_address_in;
			writeback_en_out <= writeback_en_in;
			writeback_src_out <= writeback_src_in;
			alu_data_out <= alu_data_in;
			mem_data_out <= mem_data;
			if (we == 1'b1) begin 
				data[alu_data_in[5:0]] <= mem_data_in;
			end
		end
	end
endmodule
File: run.sh
#!/bin/bash
# OpenROAD 26Q1-2900-gdf79404cd8, Yosys 0.63+post, stock flow scripts
make -C /OpenROAD-flow-scripts/flow DESIGN_CONFIG=/design/flow/config.mk WORK_HOME=/design/flow/orfs finish
==> notes.md <==
Latest figures from synthesis and place and route.

Per the synth stats, the proportion of register bits with asynchronous set or reset is 0. In this design, the stage delay of the slowest critical-path cell is 980 ps. In this build the clock could be raised as far as 0.119 GHz.

STA classifies the critical path startpoint as a primary input. The report lists the power per cell area as 77.8 nW/um2. The number of cells on the critical path is 7. The deepest clock path buffer count is 3. Setup repair after global routing left no endpoint under its margin.

The clock latency on the worst-skew pair is slightly above 700 ps. The number of I/O port buffers is 76. The beginning of the critical path is alu_data_in[4]. The routed wire length is about 160000 um.

The first-pass GRT wire length is 230000 um. After clock tree synthesis, the flow added hold-fix buffers numbering 0. The number of setup buffers added after CTS is 0. Yosys attributes the largest share of cell area to sky130_fd_sc_hd__edfxtp_1 (65%), sky130_fd_sc_hd__and2_1 (13%), sky130_fd_sc_hd__a221oi_1 (3.1%). The initial antenna violation count came to 7. The floorplan step set the die height to 347 um. In the layout the commonest cells are sky130_fd_sc_hd__edfxtp_1 (1024), sky130_fd_sc_hd__and2_1 (1010), sky130_fd_sc_hd__buf_4 (211), sky130_fd_sc_hd__a221oi_1 (167), sky130_fd_sc_hd__a22oi_1 (149). Post-synthesis, Yosys gives the total cell area as 47600 um2.

Of the available clock period, the critical path in the final layout requires 0.350. Post-CTS repair changed the size of 0 cells. Per the layout area report, the combinational gate area comes to 14600 um2. The report lists the cells along the critical path as clkdlybuf4s50_1, nand2b_1, or2_2, o22ai_1, a221o_1, a2111oi_2, a41oi_1.

The total track usage is 0.292. The post-synthesis average cell area is about 13 um2. STA puts the critical path data arrival time at around 8900 ps. Fill cells in the final layout number 10.1k. The flow ran to the end, and the final reports show no timing, DRC or antenna violations. The distinct cell type count of the synthesized netlist is approximately 68. The final global-route overflow total is 0. The number of antenna-violating nets in the routed design is 0. The worst VDD IR drop from the latest analysis is around 0.057 mV. The final estimated routing congestion in global placement is ~0.99. The total vias in the final route is slightly above 30k. The critical path data required time is 24420 ps. For this run, the register share of the synthesized area comes to 0.662. TritonRoute output was used to compute an average wire per cell of around 31 um.

The violation count after the first detailed-routing iteration is 2474. The power after layout is around 4200 uW. At the floorplan stage, the core utilization is reported as 0.403. For this run, the number of Yosys warnings is 1. The number of failing setup endpoints in the final timing report is 0. The standard-cell row count is 126.

The number of buffers created by CTS is around 110. The timing report notes that buffer and inverter cells on the critical path total 1. The clock net in this run drives a total of 1061 sinks. The fraction of final layout cells with drive strength greater than 1 is 0.133.

Counting flops with a built-in enable in the synthesized netlist gives roughly 1.0k. The TritonCTS clock tree is built. The class of the worst hold path is reg -> reg. The final max-slew violation count recorded for this run is 0.

Once synthesis finished, the tally of register bits stood at between 1k and 1.5k. Timing analysis after detailed placement gives a worst setup slack of roughly 15000 ps. From synthesis to final layout, the design area changed by 13.1%. The capture point of the critical path is mem_data_out[7]. The via density per instance is just under 6. The die covers 120000 um2. Broken down by cell family, the worst path's largest delay share belongs to AND-OR/OR-AND gates. In the synthesized netlist, the number of instances is 3556. The capture point of the worst register-to-register path is recorded as mem_data_out[7].

The sum of negative setup slack is 0 ps. STA classifies the critical path endpoint as a flip-flop. For this run, the leading register cell type out of synthesis is sky130_fd_sc_hd__edfxtp_1. The finished layout reports a core utilization of 0.456. The largest net degree at the start of global routing is between 60 and 70. The clock-pin slew reported for the worst setup and hold paths after clock tree synthesis is approximately 60 ps.

Per the final timing report, the hold violations number 0. The mapped netlist covers between 40000 and 50000 um2. The sequential cells in the finished layout cover a total of between 30000 and 40000 um2. The leakage dissipation is 0.0185 uW. The pre-antenna-repair detailed-routing pass consisted of 8 iterations. The final period demand of the worst path is roughly 8400 ps.

The category of the critical setup timing path is in -> reg. The slack of the critical path is 15530 ps. The floorplan step defined a core boundary enclosing 118000 um2. Looking at the clock tree report, the H-tree level count equals 3. The die width is roughly 350 um.

The number of top-level pins is 77. In this run the clock root is driven by a sky130_fd_sc_hd__clkbuf_16. Logic depth along the worst register-to-register path is recorded as 5. Counting only logic cells after layout, the most numerous master is sky130_fd_sc_hd__edfxtp_1. The reg-to-reg startpoint is data[5][7]. The maximum fanout along the worst path is 37.

For the final database, setup skew stands at roughly 30 ps. The worst-path cell with the longest stage delay is sky130_fd_sc_hd__clkdlybuf4s50_1. For this run, design rule violations remaining after detail routing come to 0. Looking at the max-slew report, the worst-margin pin has a slew of about 1300 ps. The number of warning messages in the logs is 26. The total half-perimeter wirelength after legalization and detailed placement is between 100000 and 150000 um. The via count of the first global-routing pass was just over 30k.

The largest total area in the synthesized netlist belongs to sky130_fd_sc_hd__edfxtp_1. The share of the synthesized area in the top cell type is 0.646. The headroom to the max-slew limit is 0.0850. The number of standard cells reported by yosys is between 3k and 4k. The count of max-cap constraint violations is 0. The launch instance of the worst min-delay path is data[5][9].

The worst register-to-register path has a setup slack of ~21000 ps.
-- layer usage --
layer  track usage  up-vias  routed length, um
li1              -    13400                  -
met1         0.381    15000              57800
met2         0.392     1904              69000
met3         0.214      348              28500
met4        0.0897       16               6460
met5        0.0244        -                471
-- report_power, final --
group          total [uW]  internal, uW  switching [uW]
combinational         337          94.1             243
clock                1680           954             730
sequential           2170          2130            34.8
-- cell usage after synthesis (all sizes together), types with 11 or more instances --
library cell / count
nor2: 128
nand2: 45
mux2i: 84
dfxtp: 37
a22oi: 149
o22ai: 51
o22a: 16
a21oi: 57
mux4: 18
o21ai: 121
edfxtp: 1024
a22o: 31
a41oi: 12
buf: 125
a221oi: 168
o221ai: 18
a221o: 11
and2: 1012
nor3: 43
mux2: 43
nor2b: 25
clkbuf: 226
-- kinds of logic (layout without fill, tap and decap cells) --
logic type,count (synthesis),in the layout,synth area share
AOI/OAI and AO/OA,700,700,0.108
and+or+nand+nor,1294,1294,0.161
DFF,1061,1061,0.662
other,0,2,0
buffers and inverters,356,501,0.0330
muxes,145,145,0.0364
-- tightest hold or removal path: stages, from the launching register on --
cell                       delay [ps]
sky130_fd_sc_hd__edfxtp_1         320
sky130_fd_sc_hd__a222oi_1          70
sky130_fd_sc_hd__o21ai_0          150
sky130_fd_sc_hd__o31a_1           150
-- worst min path at each step --
| stage | end | slack (ps) | depth (start not counted) |
|---|---|---|---|
| 4_1_cts | mem_data_out[9] | 720 | 3 |
| 5_1_grt | mem_data_out[9] | 760 | 3 |
| 6_report | mem_data_out[9] | 720 | 3 |
-- sequential cells by signal (all words and copies together) (netlist names) --
name and cells:
alu_data_out 16, data 1024, mem_data_out 16, writeback_address_out 3
writeback_en_out 1, writeback_src_out 1
-- through the flow --
step / area [um2] / cells / hold WS, ps
6_report: 53800 / 5239 / 717
4_1_cts: 53800 / 5237 / 718
3_5_place_dp: 50300 / 5027 / 705
2_1_floorplan: 47600 / 3556 / 636
5_1_grt: 53800 / 5237 / 761
3_3_place_gp: 50300 / 5027 / 736
-- final cells by class --
type	instances	share of cell area
Antenna cell	2	0.0000930
Sequential cell	1061	0.585
Clock buffer	144	0.0563
Clock inverter	66	0.00869
Timing Repair Buffer	286	0.0420
Tap cell	1536	0.0357
Multi-Input combinational cell	2139	0.272
Inverter	5	0.000349
Power and IR drop assume default switching activity.
