===== ./design.v =====
module execution_stage
	(
		writeback_address_out,
		writeback_en_out,
		writeback_src_out,
		memory_we_out,
		memory_data_out,  
		alu_out,
		alu_opcode,
		data_in1,
		data_in2,
		writeback_address_in,
		writeback_en_in,
		writeback_src_in,
		memory_we_in,
		memory_data_in,
		clk,
		rst
	);
output reg [2:0] writeback_address_out;
output reg writeback_en_out;
output reg writeback_src_out;
output reg memory_we_out;
output reg [15:0] memory_data_out;  
output reg [15:0] alu_out;
input [2:0] alu_opcode;
input [15:0] data_in1;
input [15:0] data_in2;
input [2:0] writeback_address_in;
input writeback_en_in;
input writeback_src_in;
input memory_we_in;
input [15:0] memory_data_in;
input clk;
input rst;
	parameter ADD  = 3'b000;
	parameter SUB  = 3'b001;
	parameter AND  = 3'b010;
	parameter OR   = 3'b011;
	parameter XOR  = 3'b100;
	parameter SL   = 3'b101;
	parameter SR   = 3'b110;
	parameter SRU  = 3'b111;
	reg [15:0] alu_result;
	always@(data_in1, data_in2, alu_opcode) begin
		case(alu_opcode)
			ADD: alu_result = data_in1 + data_in2;
			SUB: alu_result = data_in1 - data_in2;
			AND: alu_result = data_in1 & data_in2;
			OR:  alu_result = data_in1 | data_in2;
			XOR: alu_result = data_in1 ^ data_in2;
			SL:  alu_result = data_in1<<data_in2;
			SR:  alu_result = data_in1>>>data_in2;
			SRU: alu_result = data_in1>>data_in2;
			default: alu_result = 16'b0;
		endcase
	end
	always@(posedge clk) begin
		if(rst == 1'b1) begin
			alu_out <= 16'b0;
			writeback_address_out <= 3'b0;
			writeback_en_out <= 1'b0;
			writeback_src_out <= 1'b0;
			memory_we_out <= 1'b0;
			memory_data_out <= 16'b0;
		end
		else begin
			alu_out <= alu_result;
			writeback_address_out <= writeback_address_in;
			writeback_en_out <= writeback_en_in;
			writeback_src_out <= writeback_src_in;
			memory_we_out <= memory_we_in;
			memory_data_out <= memory_data_in;
		end
	end
endmodule

===== ./run.sh =====
#!/bin/bash
# OpenROAD 26Q1-2900-gdf79404cd8, Yosys 0.63+post, stock flow scripts
make -C /OpenROAD-flow-scripts/flow DESIGN_CONFIG=/design/flow/config.mk WORK_HOME=/design/flow/orfs finish

===== ./config.mk =====
export PLATFORM = sky130hd
export DESIGN_NAME = execution_stage
export DESIGN_NICKNAME = execution_stage
export VERILOG_FILES = /design/flow/design.v
export SDC_FILE = /design/flow/constraint.sdc
export NUM_CORES = 4
export LEC_CHECK = 1
export CORE_UTILIZATION = 40

===== ./constraint.sdc =====
current_design execution_stage

set clk_period 9.1
set clk_io_pct 0.2

create_clock -name clk0 -period $clk_period [get_ports {clk}]

set non_clock_inputs [all_inputs -no_clocks]
set_input_delay [expr $clk_period * $clk_io_pct] -clock clk0 $non_clock_inputs
set_output_delay [expr $clk_period * $clk_io_pct] -clock clk0 [all_outputs]

==> notes.md <==
flow finished, numbers: library cell used as clock root buffer clkbuf_8, area of the die 0.0109 mm^2, core area 0.0103 mm^2, result of the run finished clean, Synthesis Warnings 1, Crit Path Max Fanout 33, largest net degree at the start of global routing 43, Peak Freq 171 MHz, critical path type input pin to register, gate count of the mapped netlist 550, most instantiated library cell after synthesis nor2_1, post-layout min period 5830 ps, Setup Buffers After CTS 0, yosys stat area 0.00421 mm^2, CP delay by family, top AND-OR/OR-AND gates, antenna violation net count after detailed routing 0, M1 wire length 6.90 mm, highest routing layer actually used met4, leakage 2.18 nW, drt first-iter violations 314, unrepaired setup endpoints after global routing no, Top area cell types dfxtp_1 18%, ha_1 14%, mux2i_1 5.5%, nor2_1 4.5%, nand2_1 4.2%, Initial DRT Pass Iterations 7, Std-Cell Rows 37, largest area contributor in the synthesized netlist dfxtp_1, Post-synth seq share 18.1%, Tool Warnings 42, setup violation total in the final timing report 0, vertical die dimension 105 um, Post-Syn Area per Cell 7.65 um^2, # port buffers 96, deepest clock path buffer count 2, capturing element type of the critical path register, Post-Syn Area 0.00421 mm^2, width of the die 105 um, fraction of registers with async set/reset 0%, largest voltage drop on the vdd net 142 uV, count of final hold-check violations 0, list of most frequent post-synthesis cells 50 x nor2_1, 48 x ha_1, 47 x nand2_1, Hold Worst Slack 2080 ps, slew margin rel. 46.1%, cell-by-cell trace of the critical path clkdlybuf4s50_1 -> buf_4 -> inv_1 -> ha_1 -> nand3_1 -> or3_1 -> o41ai_1 -> xnor2_1 -> ha_1 -> a21oi_1 -> o21ai_0 -> a221oi_2 -> o21ai_0 -> o32a_1 -> nand2_1, antenna violations before repair 0, cell with the biggest individual delay on the critical path inv_1, number of distinct library cell variants in the gate-level netlist after synthesis 59, Reg clk slew, reported paths 80 ps, TritonCTS clock tree built, routed length per placed instance 20.1 um, proportion of netlist area held by the largest area contributor 18.1%, power density relative to cell area 112 mW/mm^2, Final Max-Slew Violation Tally 0, routed wire length on met2 6.53 mm, final WL 15.4 mm, leading register cell type out of synthesis dfxtp_1, CTS Buf Count 5, number of enable flip-flop cells 0, total congestion overflow 0, floorplan core density 40.9%, flip-flop and latch count after synthesis 38, Overall Global Routing Usage 28.8%, startpoint kind of the worst setup timing path input pin, data arrival at the endpoint of the critical path 6060 ps, total met3 wirelength after detailed routing 1.44 mm, peak per-stage delay on the critical path 640 ps, number of global-route vias before repair 4015, Residual DRC 0, share of post-route cells with drive strength above 1 6.50%, Period Utilization, post-route 64.1%, global placer's final weighted congestion 0.995, data required time of the worst path 9330 ps, Num Clock Sinks 38, maximum level of the CTS H-tree 2, vias post-DR 4461, cells in synth_stat.txt 550, class of the worst hold path input pin to register, total inserted antenna cells 0, synthesis-to-finish area growth 28.2%, number of buffers inserted for hold repair after clock tree synthesis 0, number of top-level pins 97, Setup Total Neg Slack 0 ps, Post-CTS Resized 0, Max Cap Viol 0, Detailed Place HPWL 12.0 mm, first-pass GRT wire length 23.6 mm, transition time at the pin with the least slew margin 808 ps, Fillers 1017, number of vias per cell 5.82, number of buffer and inverter instances along the worst setup path 3
==> area by class of cell <==
type                       instances  area (um^2)  area share [%]
sequential                        38          761            14.1
clock buffer                       5         68.8            1.28
tap                              136          170            3.15
multi-input combinational        446         3180            59.0
clock inverter                     3         68.8            1.28
inverter                          36          135            2.50
timing repair buffer             103         1010            18.7
==> sequential cells by signal, indices dropped and copies added, names as in the netlist <==
name and flops:
alu_out 16, memory_data_out 16, memory_we_out 1, writeback_address_out 3
writeback_en_out 1, writeback_src_out 1
==> path summary, 6_finish.rpt <==
kind                         from  depth (start not counted)          endpoint
hold / removal    writeback_en_in                          2  writeback_en_out
setup / recovery      data_in2[1]                         15       alu_out[15]
==> kinds of logic (layout without fill, tap and decap cells) <==
logic type               Yosys count  count (layout)  synth area share (%)
AND/OR/NAND/NOR                  174             174                  19.7
AND-OR/OR-AND                    159             159                  24.7
buffers and inverters             66             147                  6.24
adder cells (fa/ha/maj)           49              49                  14.7
multiplexers                      39              39                  11.4
flip-flops                        38              38                  18.1
XOR/XNOR                          25              25                  5.20
==> through the flow <==
step	power [W]	instances	worst slack [ps]	area [um^2]	util, %
after global routing	0.000644	767	2910	5400	52.5
after CTS	0.000610	767	3310	5400	52.5
after floorplan	0.000330	550	4040	4210	-
final	0.000607	767	3270	5400	52.5
after global placement	0.000437	759	3090	5260	51.2
after detailed placement	0.000437	759	3010	5260	51.2
==> cells in the final DEF (no fill, tap or decap), types with 6 or more instances in the layout <==
| cell type | instances |
|---|---|
| a21oi_1 | 34 |
| a221oi_1 | 6 |
| nor2b_1 | 25 |
| inv_1 | 34 |
| nand2_1 | 47 |
| dfxtp_1 | 38 |
| clkdlybuf4s50_1 | 95 |
| a31oi_1 | 15 |
| xnor2_1 | 20 |
| mux2_2 | 10 |
| nor2_1 | 50 |
| buf_4 | 7 |
| ha_1 | 48 |
| a211oi_1 | 16 |
| nor3_1 | 15 |
| mux2i_1 | 23 |
| o22ai_1 | 13 |
| o21ai_0 | 35 |
| mux4_2 | 6 |
| nand3_1 | 11 |
==> routing by layer <==
metal | vias to the layer above | GRT usage (%)
met3 | 29 | 5.40
li1 | 2152 | -
met2 | 234 | 42.6
met1 | 2046 | 42.8
met4 | 0 | 9.08
met5 | - | 0
==> report_power, final <==
group          switching (W)  leakage [nW]  internal, W  total [W]
registers         0.00000294         0.316     0.000178   0.000181
logic               0.000137          1.80     0.000119   0.000256
clock network      0.0000606        0.0683     0.000110   0.000170
Power figures rest on the tool's default switching activity, not on a simulated workload.
